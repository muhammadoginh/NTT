[flow/run.sh]
#!/bin/bash
# OpenROAD 26Q1-2900-gdf79404cd8, Yosys 0.63+post, stock flow scripts
make -C /OpenROAD-flow-scripts/flow DESIGN_CONFIG=/design/flow/config.mk WORK_HOME=/design/flow/orfs finish
[flow/constraint.sdc]
current_design CLA_Adder

set clk_period 40.5
set clk_io_pct 0.2

create_clock -name clk0 -period $clk_period

set non_clock_inputs [all_inputs -no_clocks]
set_input_delay [expr $clk_period * $clk_io_pct] -clock clk0 $non_clock_inputs
set_output_delay [expr $clk_period * $clk_io_pct] -clock clk0 [all_outputs]
[flow/config.mk]
export PLATFORM = sky130hd
export DESIGN_NAME = CLA_Adder
export DESIGN_NICKNAME = CLA_Adder
export VERILOG_FILES = /design/flow/design.v
export SDC_FILE = /design/flow/constraint.sdc
export NUM_CORES = 4
export LEC_CHECK = 1
export CORE_AREA = 10 10 198 198
export DIE_AREA = 0 0 208 208
[flow/design.v]
`timescale 1ns/1ps
module CLA_Adder (
  input signed [127:0] A,       
  input signed [127:0] B,       
  output [127:0] Sum,    
  output Cout            
);
  wire [127:0] G, P, C;   
  assign G = A & B;
  assign P = A ^ B;
  genvar i;
  generate
    for (i = 0; i < 128; i = i + 1) begin
      assign C[i] = G[i] | (P[i] & (i == 0 ? 1'b0 : C[i - 1]));
    end
  endgenerate
  assign Sum = A ^ B ^ C;
  assign Cout = G[127] | (P[127] & C[127]);
endmodule
==> reports/qor.csv <==
metric,value,unit
hold_buffers,0,
crit_chain,clkdlybuf4s50_1 > ha_1 > o211ai_1 > a211oi_1 > nor3_1 > a21oi_1 > o21ai_0 > nand4b_1 > a31o_4 > nand2b_2 > a31oi_1 > a221oi_2 > a211o_1 > fa_1 > inv_1 > clkdlybuf4s50_1,
min_to,Sum[0],
post_cts_buffers,0,
chip_area,43260,µm²
cts_resized,0,
yosysTopAreaCell,ha_1,
fp_util,0.1689,
crit_top_cell,clkdlybuf4s50_1,
yosysSeqAreaShare,0,
period_needed,20620,ps
drtIter0Drc,235,
synth_chip_area,5863,µm²
cp-end-kind,primary output,
slowest_stage,clkdlybuf4s50_1,
cp-start-kind,input port,
cpPeakStageDelay,460,ps
power,150.1,µW
drc,0,
power_leakage,4.271,nW
p_clk_frac,0,
cellPowerDensity,14.57,nW/µm²
post_drt_wl_per_cell,16.75,µm
post-route-period-util,0.5092,
drive_gt1_frac,0.06816,
register_area,0,µm²
whs_path_depth,3,
path_class,in2out,
flop-count,0,
drt_wl_total,27.85,mm
slew_headroom,0.6228,
vdd_drop_max,5.879,µV
power.internal,90.19,µW
viasPerCell,4.551,
p_comb_frac,1.000,
setup_slack,19880,ps
place_hpwl,25.79,mm
hold_slack,17250,ps
switching_power,59.92,µW
syn_to_final_growth,75.78,%
drtPass1Iterations,4,
final_area,10310,µm²
setup_violations,0,
grt_pass1_wl,42.30,mm
rows,68,
fmax,48.49,MHz
required,32400,ps
synth_cells,817,
min_path_type,in2out,
pre_cts_slack,19840,ps
area_leaders,"ha_1 (27%), mux2_2 (11%), o21ai_0 (6.6%)",
finalWeightedCongestion,0.9470,
postRouteAntennaNets,0,
synthesis.area,5863,µm²
rsz0062_at_grt,no,
hold_viol,0,
numPortBuffers,385,
warnings,32,
via_count,7569,
grt_pass1_vias,7601,
track_usage,0.1219,
coreArea,34710,µm²
layout.cells.non_filler,1663,
power.share.switching,0.3992,
grt_antenna_before_repair,5,
top_area_frac,0.2710,
seq_power_share,0,
ys_warn_count,0,
slew_violations,0,
grt_max_degree,8,
tightest_slew,562.4,ps
synth_cell_types,60,
die_x,208,µm
fin_tns_setup,0,ps
hold_path_startpoint,B[0],
final_util,0.2969,
n_clock_buffer,0,
die_y,208,µm
critical_path_arrival,12520,ps
drv_cap,0,
status,finished clean,
place_area,10290,µm²
ys_cells,817,
io_pins,385,
overflow,0,
syn_avg_cell_area,7.176,µm²
cp_max_fo,4,
placed_cells,1658,
cell usage after synthesis, types with 3 or more instances:
| cell | instances |
|---|---|
| nand3b_1 | 4 |
| o211ai_1 | 17 |
| nand2_1 | 48 |
| nand3_1 | 28 |
| mux2_2 | 55 |
| a221oi_2 | 3 |
| o21bai_1 | 3 |
| a21o_1 | 28 |
| nor4b_1 | 3 |
| a211o_1 | 8 |
| nor2_1 | 76 |
| a211oi_1 | 23 |
| a31oi_1 | 11 |
| a21oi_1 | 62 |
| o2111ai_1 | 11 |
| ha_1 | 127 |
| nand4_1 | 5 |
| a31o_2 | 7 |
| or2_2 | 5 |
| o21a_1 | 8 |
| mux2i_1 | 8 |
| and2_1 | 4 |
| o21ai_1 | 11 |
| or3_1 | 3 |
| a2111oi_0 | 3 |
| a21boi_0 | 4 |
| o21ai_0 | 77 |
| o211a_1 | 5 |
| o22ai_1 | 4 |
| and3_1 | 4 |
| nor2b_1 | 24 |
| nor3_1 | 18 |
| inv_1 | 60 |
| nand2b_1 | 28 |
worst max path at each step:
stage | start | endpoint | slack, ps
6_report | A[35] | Sum[127] | 19880
5_1_grt | B[2] | Sum[127] | 19550
4_1_cts | A[43] | Sum[127] | 19820
layer usage:
| layer | routed length (µm) | up-vias | global-route usage |
|---|---|---|---|
| met5 | 0 | - | 0 |
| met4 | 424 | 0 | 0.01818 |
| met3 | 2396 | 16 | 0.04112 |
| met2 | 13190 | 262 | 0.2110 |
| met1 | 11840 | 3365 | 0.1455 |
| li1 | - | 3926 | - |
final cells by class:
cell class                 instances  area, µm²
fill                            3719      24410
multi-input combinational        757       5638
timing repair buffer             386       3861
tap                              455      569.3
inverter                          60      225.2
antenna                            5      12.51
placed cells by master (no fill, tap or decap), drive strengths merged, types with 6 or more instances in the layout:
| cell type | Yosys | final |
|---|---|---|
| o211ai | 17 | 17 |
| nand3 | 28 | 28 |
| nor2 | 76 | 76 |
| mux2i | 8 | 8 |
| ha | 127 | 127 |
| o2111ai | 11 | 11 |
| a31o | 10 | 10 |
| clkdlybuf4s50 | 0 | 385 |
| a21o | 28 | 28 |
| o21a | 8 | 8 |
| nor3 | 18 | 18 |
| o21ai | 88 | 88 |
| a21oi | 64 | 64 |
| a31oi | 11 | 11 |
| inv | 60 | 60 |
| nor2b | 24 | 24 |
| nand2b | 29 | 29 |
| a211oi | 24 | 24 |
| mux2 | 55 | 55 |
| a211o | 8 | 8 |
| a21boi | 6 | 6 |
| nand2 | 48 | 48 |
kinds of logic (layout without fill, tap and decap cells):
logic type | Yosys count | after routing | synth area share
other | 0 | 5 | 0
muxes | 63 | 63 | 0.1193
adders and majority gates | 128 | 128 | 0.2744
and+or+nand+nor | 258 | 258 | 0.2168
AOI/OAI and AO/OA | 308 | 308 | 0.3510
buffers and inverters | 60 | 446 | 0.03841
power groups by stage:
stage | combinational (mW) | clock [mW] | sequential (mW)
4_1_cts | 0.153 | 0 | 0
5_1_grt | 0.167 | 0.00000000997 | 0
6_report | 0.150 | 0.0000000166 | 0
critical path: cells and delay by family:
| family | cells | cell delay (ps) |
|---|---|---|
| AOI/OAI and AO/OA | 8 | 1900 |
| and+or+nand+nor | 3 | 830 |
| buffers and inverters | 3 | 930 |
| adders and majority gates | 2 | 750 |
Power and IR drop assume default switching activity.
