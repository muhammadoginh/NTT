<file path="flow/design.v">
`timescale 1ns/1ps
module General_Barrett_Reduction(
    input [63:0] X,  
    input [31:0] q,
    output reg [31:0] r
);
    parameter k = 32;  
    reg [31:0] q1, q2, q3;
    reg [31:0] r1, r2, r3;
    reg [31:0] mu;
    always@(*) begin
        mu = (1 << (2 * k)) / q;
    end
    always @(*) begin
        q1 = X >> k;     
        q2 = q1 * mu;    
        q3 = q2 >> k;    
        r1 = (X % (1 << (k + 2))) - (q3 * q % (1 << (k + 2)));  
        r2 = r1 - q;     
        r3 = r1 - (q << 1);  
        if (r1 >= 0 && r1 < q) begin
            r = r1;
        end else if (r2 >= 0 && r2 < q) begin
            r = r2;
        end else begin
            r = r3;
        end
    end
endmodule
</file>
<file path="flow/run.sh">
#!/bin/bash
# OpenROAD 26Q1-2900-gdf79404cd8, Yosys 0.63+post, stock flow scripts
make -C /OpenROAD-flow-scripts/flow DESIGN_CONFIG=/design/flow/config.mk WORK_HOME=/design/flow/orfs finish
</file>
<file path="flow/config.mk">
export PLATFORM = sky130hd
export DESIGN_NAME = General_Barrett_Reduction
export DESIGN_NICKNAME = General_Barrett_Reduction
export VERILOG_FILES = /design/flow/design.v
export SDC_FILE = /design/flow/constraint.sdc
export NUM_CORES = 4
export LEC_CHECK = 1
export CORE_UTILIZATION = 50
</file>
<file path="flow/constraint.sdc">
current_design General_Barrett_Reduction

set clk_period 28.0
set clk_io_pct 0.2

create_clock -name clk0 -period $clk_period

set non_clock_inputs [all_inputs -no_clocks]
set_input_delay [expr $clk_period * $clk_io_pct] -clock clk0 $non_clock_inputs
set_output_delay [expr $clk_period * $clk_io_pct] -clock clk0 [all_outputs]
</file>
==> GITHUB_STEP_SUMMARY <==
### Flow metrics

| Metric | Value |
|---|---|
| Status | complete, no violations |
| First-pass GRT wire length | 23000 um |
| Synthesized area | 0.00486 mm^2 |
| Cells after Synth | 724 |
| Clock buffer cells | 0 |
| Hold_buf cts | 0 |
| Worst slack, placed | 11180 ps |
| CP required | 22400 ps |
| Largest net degree at the start of global routing | about 59 |
| Seq Cell Count | 0 |
| Tightest Pin Transition | 614 ps |
| Via-per-instance ratio | just under 6 |
| Die height | 101 um |
| Seq share, synth | 0% |
| Via count | around 5400 |
| Crit start category | input port |
| Area leader, netlist | ha_1 |
| Initial antenna violation count | 0 |
| Most numerous cell in the Yosys netlist | ha_1 |
| FF/Latch Area | 0 um^2 |
| Global-route total usage across every layer | 28.1% |
| Post-CTS sizing | 0 |
| Critical-path maximum fanout | 24 |
| CP arrival | 11260 ps |
| PortBufs | 96 |
| PwrDens | approximately 30 mW/mm^2 |
| DRT Pass-1 Iters | 5 |
| Row count | 35 |
| Final WL | 13900 um |
| F_max | roughly 59 MHz |
| Area leader share | 24.2% |
| Pleak | 0.00263 uW |
| Fp util | 52.1% |
| Max cap viols | 0 |
| Core ar. | between 0.009 and 0.01 mm^2 |
| Setup Buffers After CTS | 0 |
| Synth Warn # | 1 |
| Top cells by area | ha_1 (24%), a21oi_1 (7.8%), nand2_1 (6.1%) |
| Setup TNS | 0 ps |
| Grt total ovfl | 0 |
| Design Area, Final | just under 0.006 mm^2 |
| Fraction of layout cells with a size suffix above 1 | 3.01% |
| Final Setup Violations | 0 |
| Routability cong. | 0.946 |
| Synth unique cells | 64 |
| Top cells by count, synth | ha_1 (94), nand2_1 (79), a21oi_1 (76) |
| DRT antenna net count | 0 |
| Final hold vios | 0 |
| Yosys stat cell total | 724 |
| Slew Limit Fails | 0 |
| Total chip power | 177 uW |
| Dpl hpwl | 11800 um |
| Area Growth Syn to Fin | 20.8% |
| Fin worst setup slack | 11140 ps |
| Routed WL per cell | 15.0 um |
| Path category of the worst min-delay check | in -> out |
| Final core occ | between 60 and 70% |
| Die X | 101 um |
| Die Size | around 0.010 mm^2 |
| DR DRC count | 0 |
| Crit path kind | in -> out |
| Vias in the first global route | 4820 |
| OpenROAD warning count | 66 |
| Clock period minus final worst setup slack | 16860 ps |
| Syn Area/Cell | 6.72 um^2 |
| Placed Area | 0.00588 mm^2 |
| Ant diodes | 0 |
| First-iteration detailed-routing DRC count | 271 |
| Worst rel slew slack | 58.7% |
| Tcrit/Tclk final | 60.2% |
| Yosys Chip Area | 0.00486 mm^2 |
| Unrepaired setup endpoints after global routing | no |
| Peak supply drop | about 0.014 mV |
| I/O pin cnt | 128 |
| Crit end category | output pin |
power by group:
group	leakage, uW	internal [uW]	switching, uW
clock network	0	0	0
registers	0	0	0
logic	0.00263	82.9	93.7
total	0.00263	82.9	93.7
through the flow:
stage	instances	hold WS, ps
after CTS	927	12190
after global routing	927	12240
after detailed placement	927	12180
after global placement	927	12170
final	927	12190
after floorplan	724	11260
kinds of logic after synthesis:
group / share of synthesized area, %
muxes: 0.849
and+or+nand+nor: 24.8
adders and majority gates: 25.0
buffers and inverters: 6.79
AOI/OAI and AO/OA: 34.3
xor gates and xnor gates: 8.28
worst max-delay path, stage by stage:
cell             delay, ps
clkdlybuf4s50_1        500
inv_1                   60
ha_1                   230
fa_1                   410
nor2b_1                180
o2111ai_1              180
and3_1                 220
o21ai_1                320
a21o_1                 230
xor2_1                 220
ha_1                   280
o21ai_0                160
o21bai_1               130
a2111oi_2              370
o211ai_1               240
a211oi_2               400
o31ai_4                110
buf_4                  240
inv_1                   80
buf_4                  280
nand2_1                110
a41oi_1                230
clkdlybuf4s50_1        490
cells in the final DEF, fill, tap and decap left out, types with 17 or more instances in the layout:
cell,netlist,layout
inv_1,50,50
xnor2_1,29,29
ha_1,94,94
nand2_1,79,79
o21ai_0,36,36
xor2_1,17,17
a21oi_1,76,76
nand3_1,20,20
a21o_1,19,19
clkdlybuf4s50_1,0,96
nor2_1,73,73
a31oi_1,30,30
cell type report:
cell class	count	area, um^2
repair buffers	100	991
fillers	881	3450
multi-input cells	648	4540
well taps	129	161
inverters	50	188
layer usage:
metal	share of wire, %	wire length (um)	vias up	track usage (%)
met5	0	0	-	0
met4	0.72	100	0	2.12
met3	5.6	784	8	0.846
met2	44	6140	157	46.7
met1	49	6880	2446	42.2
li1	-	-	2819	-
worst paths after layout:
kind | startpoint | slack (ps) | to | cells past startpoint
max | X[0] | 11140 | r[24] | 23
min | X[31] | 12190 | r[31] | 3
No activity file was given, so power comes from the tool's default toggle rates.
