### flow/config.mk
export PLATFORM = sky130hd
export DESIGN_NAME = pg_Generator
export DESIGN_NICKNAME = pg_Generator
export VERILOG_FILES = /design/flow/design.v
export SDC_FILE = /design/flow/constraint.sdc
export NUM_CORES = 4
export LEC_CHECK = 1
export CORE_AREA = 10 10 202 202
export DIE_AREA = 0 0 212 212
### flow/constraint.sdc
current_design pg_Generator

set clk_period 1.0
set clk_io_pct 0.2

create_clock -name clk0 -period $clk_period

set non_clock_inputs [all_inputs -no_clocks]
set_input_delay [expr $clk_period * $clk_io_pct] -clock clk0 $non_clock_inputs
set_output_delay [expr $clk_period * $clk_io_pct] -clock clk0 [all_outputs]
### flow/design.v
`timescale 1ns/1ps
module pg_Generator(
    input [127:0] x,
    input [127:0] y,
    output [127:0] p,
    output [127:0] g
);
    genvar i;
    generate
        for (i = 0; i < 128; i = i + 1) begin
            pg_Gen pg_inst (
                .x(x[i]),
                .y(y[i]),
                .p(p[i]),
                .g(g[i])
            );
        end
    endgenerate
endmodule
module pg_Gen(
    input x,
    input y,
    output p,
    output g
);
    assign p = x ^ y;
    assign g = x & y;
endmodule
### flow/run.sh
#!/bin/bash
# OpenROAD 26Q1-2900-gdf79404cd8, Yosys 0.63+post, stock flow scripts
make -C /OpenROAD-flow-scripts/flow DESIGN_CONFIG=/design/flow/config.mk WORK_HOME=/design/flow/orfs finish
==> flow_summary.toml <==
# generated from flow reports
[outcome]
status = "finished clean"

[drt]
finalWirelength_um = 18600
drc_errors = 0
post_drt_via_cell_ratio = 2.92
drtIter0Drc = 48
ant_nets = 0
insertedDiodeCount = 0
dr.pass1.iters = 4
drt-wirelength-per-cell_um = 16.8
num_vias = 3231

[timing]
fin_crit_ps = 991
worst_pin_slew_ps = 119
finalHoldViolCount = 0
finalCritPeriodShare_pct = 99.1
max_freq_ghz = 1.01
setup_viol = 0
slew_headroom_pct = 92.1
finalMaxSlewViolations = 0
rsz0062_at_grt = "no"
fin_tns_setup_ps = 0

[job]
warning_count = 32
cap_viol_max_count = 0

[finish]
design.seq.count = 0
post_route_cells_drive_above_1_share_pct = 57.0
clock_buffers = 0
area_growth_pct = 111
ff_latch_area_sq_um = 0
fin_util_pct = 20.3

[global_routing]
antenna_found_initial = 1
grt-ovfl-total = 0
grt_max_degree = 2
grt_pass1_vias = 3699
grtUsageTotal_pct = 7.35
grt_use_met1_pct = 7.67
grtUsageMet3_pct = 3.90
grt_pass1_wl_um = 24600
grt_use_met2_pct = 13.2
gr-max-usage-layer = "met2"

[die]
die-width_um = 212
rows = 70
chip_area_sq_um = 44900
fp_util_pct = 9.65
chipHeight_um = 212
core_sq_um = 36500
io_pins = 512

[logic_synthesis]
synth_seq_share_pct = 0
synth_area_sq_um = 3520
synth_area_per_cell_sq_um = 9.18
largest_area_cell = "buf_4"
ys_cells = 384
area_leaders = "buf_4 (55%), ha_1 (45%)"
synth_cell_types = 2
yosys_warnings = 0
yosysTopAreaCellShare_pct = 54.5
yosys_area_sq_um = 3520
netlist_instances = 384

[setup_path]
cp-end-kind = "primary output"
cp_cell_sequence = "clkdlybuf4s15_1 > ha_4 > clkdlybuf4s15_2"
critPathTopFamily = "buffers and inverters"
cp_slowest_stage_delay_ps = 220
crit_arrival_ps = 790
critPathLaunchType = "primary input"
worstSetupPathType = "primary input to primary output"
worstPathRequired_ps = 800
path_max_fanout = 1
critPathBufInv = 2
slowest_stage = "clkdlybuf4s15_2"

[power_and_ir_drop]
power_density_nw_per_um2 = 334
peakVddDrop_mv = 0.0952
p_leak_nw = 3.45

[min_path]
hp-class = "primary input to primary output"

[place]
finalWeightedCongestion = 0.867
port_buffers = 512
post-dp-hpwl_um = 17200

[clock_network]
holdBufCountCts = 0
## through the flow
| step | setup slack, ps | cell area, sq um | total power [mW] | hold WS (ps) | cells |
|---|---|---|---|---|---|
| after global placement | -1010 | 7320 | 3.07 | 1260 | 1109 |
| final | 9.24 | 7430 | 2.48 | 660 | 1108 |
| after floorplan | 221 | 3520 | 1.22 | 573 | 384 |
| after CTS | 0.0131 | 7620 | 2.58 | 664 | 1108 |
| after detailed placement | -968 | 7320 | 3.07 | 1260 | 1109 |
| after global routing | 0.0768 | 7430 | 2.83 | 670 | 1108 |
## layer usage
layer | wire (um) | up-vias
li1 | - | 1536
met1 | 6270 | 1422
met2 | 9370 | 263
met3 | 2790 | 10
met4 | 174 | 0
met5 | 0 | -
## cells by family (layout without fill, tap and decap cells)
logic type	Yosys count	in the layout	share of synthesized area [%]
buf+inv	256	512	54.5
fa+ha+maj	128	128	45.5
## layout make-up
class	count	area [sq um]
repair buffers	512	4150
multi-input cells	128	2690
well taps	468	586
fillers	4011	29100
## final timing paths
path	end	cells past startpoint	slack [ps]	startpoint
setup / recovery	g[122]	3	9	y[122]
hold / removal	p[87]	3	660	y[87]
## placed cells by master (no fill, tap or decap), drive strengths merged
| cell type | synthesis | layout |
|---|---|---|
| dlygate4sd2 | 0 | 83 |
| clkbuf | 0 | 30 |
| buf | 256 | 213 |
| clkdlybuf4s15 | 0 | 186 |
| ha | 128 | 128 |
## repair_timing
item | CTS | global route
endpoints found under the setup margin | 256 | 56
pin swaps | 117 | 16
gates resized | 1491 | 66
cloned | 0 | 0
setup buffers | 0 | 0
## power breakdown
group	internal (mW)	switching [mW]
clock	0	0
sequential	0	0
combinational	1.66	0.817
total	1.66	0.817
## cells in the mapped netlist (all sizes together)
library cell / count
buf: 256
ha: 128
Power figures rest on the tool's default switching activity, not on a simulated workload.
